[flow/design.v]
module apb_slave(
    input wire sys_clk,
    input wire sys_rst_n,
    input wire psel,
    input wire pwrite,
    input wire penable,
    output reg rd_en,
    output reg wr_en,
    output wire pready
);
    assign pready = (wr_en || rd_en) && penable;
    always @(posedge sys_clk or negedge sys_rst_n) begin
        if (!sys_rst_n) begin
            wr_en   = 1'b0;
            rd_en   = 1'b0;
        end else begin
            if (psel && penable) begin
                if (pwrite) begin
                    wr_en   = 1'b1;
                    rd_en   = 1'b0;
                end else begin
                    wr_en   = 1'b0;
                    rd_en   = 1'b1;
                end
            end else begin
                wr_en   = 1'b0;
                rd_en   = 1'b0;
            end
        end
    end
endmodule
module baud_gen(
    input wire clk,
    input wire rst_n,
    input wire [15:0] baud_div, 
    output reg i_Clock     
);
    reg [15:0] counter;    
    always @(posedge clk or negedge rst_n) begin
        if (!rst_n) begin
            counter <= 16'b0;
        end else if (counter == baud_div) begin   
            counter <= 16'b0;
        end else begin
            counter <= counter + 1'b1;   
        end
    end
    always @(posedge clk or negedge rst_n) begin
        if (!rst_n) begin
            i_Clock <= 1'b0;
        end else begin
            i_Clock <= (counter == baud_div);   
        end
    end
endmodule
module receive_FIFO #(
    parameter DEPTH = 4,
    parameter ADDR_WIDTH = 2
)(
    input  wire         clk, rst_n,
    input  wire         wr_en,
    input  wire         rd_en,
    input  wire [7:0]   data_in,
    output wire         empty,
    output wire         full,
    output reg  [7:0]   data_out
);
    reg [7:0] fifo_mem [0:DEPTH-1];
    reg [ADDR_WIDTH-1:0] wr_ptr, rd_ptr;
    reg [ADDR_WIDTH:0] count;
    reg wr_en_d, rd_en_d;                
    wire wr_en_rising = wr_en && ~wr_en_d;
    wire rd_en_rising = rd_en && ~rd_en_d;
    always @(posedge clk or negedge rst_n) begin
        if (!rst_n) begin
            wr_en_d <= 0;
            rd_en_d <= 0;
        end else begin
            wr_en_d <= wr_en;
            rd_en_d <= rd_en;
        end
    end
    always @(posedge clk or negedge rst_n) begin
        if (!rst_n) begin
            wr_ptr <= 0;
        end else if (wr_en_rising && !full) begin
            fifo_mem[wr_ptr] <= data_in;
            wr_ptr           <= wr_ptr + 1;
        end
    end
    always @(posedge clk or negedge rst_n) begin
        if (!rst_n) begin
            rd_ptr   <= 0;
            data_out <= 8'b0;
        end else if (rd_en_rising && !empty) begin
            data_out <= fifo_mem[rd_ptr];
            rd_ptr   <= rd_ptr + 1;
        end
    end
    always @(posedge clk or negedge rst_n) begin
        if (!rst_n) begin
            count <= 0;
        end else begin
            case ({wr_en_rising && !full, rd_en_rising && !empty})
                2'b10: count    <= count + 1;   
                2'b01: count    <= count - 1;   
                default: count  <= count;       
            endcase
        end
    end
    assign empty = (count == 0);
    assign full  = (count == DEPTH);
endmodule
module receiver (
    input wire clk,
    input wire rst_n,
    input wire i_Clock,
    input wire rx,
    input wire parity_mode,      
    input wire parity_enable,    
    output reg rx_done_tick,
    output wire [7:0] data_in_rx,
    output wire error
);
    localparam IDLE   = 3'b000,
               START  = 3'b001,
               DATA   = 3'b010,
               PARITY = 3'b011,
               STOP   = 3'b100;
    reg [2:0] state_r, state_n;
    reg [3:0] s_r, s_n;          
    reg [2:0] n_r, n_n;          
    reg [7:0] data_r, data_n;
    reg parity_r, parity_n;
    reg error_r, error_n;
    always @(posedge clk or negedge rst_n) begin
        if (!rst_n) begin
            state_r      <= IDLE;
            s_r          <= 0;
            n_r          <= 0;
            data_r       <= 0;
            parity_r     <= 0;
            error_r      <= 0;
            rx_done_tick <= 0;
        end else begin
            state_r      <= state_n;
            s_r          <= s_n;
            n_r          <= n_n;
            data_r       <= data_n;
            parity_r     <= parity_n;
            error_r      <= error_n;
            rx_done_tick <= (state_r == STOP) && (s_r == 15) && !error_r;
        end
    end
    always @(*) begin
        state_n   = state_r;
        s_n       = s_r;
        n_n       = n_r;
        data_n    = data_r;
        parity_n  = parity_r;
        error_n   = error_r;
        case (state_r)
            IDLE: begin
                if (rx == 1'b0) begin
                    s_n     = 0;
                    n_n     = 0;
                    state_n = START;
                    error_n = 0;
                end
            end
            START: begin
                if (i_Clock) begin
                    s_n = s_r + 1;
                    if (s_r == 7) begin  
                        s_n     = 0;
                        state_n = DATA;
                    end
                end
            end
            DATA: begin
                if (i_Clock) begin
                    s_n = s_r + 1;
                    if (s_r == 15) begin
                        s_n     = 0;
                        data_n  = {rx, data_r[7:1]};
                        if (n_r == 7)
                            state_n = parity_enable ? PARITY : STOP;
                        else
                            n_n = n_r + 1;
                    end
                end
            end
            PARITY: begin
                if (i_Clock) begin
                    s_n = s_r + 1;
                    if (s_r == 15) begin
                        s_n        = 0;
                        parity_n   = rx;
                        state_n    = STOP;
                        error_n    = (parity_mode) ? (^data_r != rx) : (~^data_r != rx);
                    end
                end
            end
            STOP: begin
                if (i_Clock) begin
                    s_n = s_r + 1;
                    if (s_r == 15) begin
                        s_n     = 0;
                        state_n = IDLE;
                    end
                end
            end
        endcase
    end
    assign data_in_rx = data_r;
    assign error      = error_r;
endmodule
module register(
    input wire clk, rst_n,
    input wire wr_en,
    input wire rd_en,
    input wire ready,
    input wire [3:0] strb,
    input wire [11:0] addr,
    output reg [15:0] rdata,
    input wire [15:0] wdata,
    input wire [7:0] data_out_rx,     
    input wire full_tx,               
    input wire full_rx,               
    input wire empty_tx,              
    input wire empty_rx,              
    output reg [7:0] data_tx,         
    output reg [15:0] baud_div,       
    output reg tx_enable,             
    output reg rx_enable,             
    output reg parity_mode,           
    output reg parity_enable,         
    input wire error,                  
    output wire interrupt               
);
	localparam DATA_TX  = 12'h00;
	localparam DATA_RX  = 12'h04;
	localparam STATE    = 12'h08;
	localparam CONTROL  = 12'h0C;
	localparam BAUDDIV  = 12'h10;
	localparam IER      = 12'h14;
	localparam ISR      = 12'h18;
	reg ier_reg;  		 
	reg [2:0] isr_reg;   
	wire int_set;    
	wire int_clr;    
	wire tx_fifo_int, rx_fifo_int, error_int;
	wire data_tx_wr_sel;
	wire control_wr_sel;
	wire bauddiv_wr_sel;
	wire ier_wr_sel;
	wire isr_wr_sel;
	assign data_tx_wr_sel  = (addr == DATA_TX)  & wr_en;
	assign control_wr_sel  = (addr == CONTROL)  & wr_en;
	assign bauddiv_wr_sel  = (addr == BAUDDIV)  & wr_en;
	assign ier_wr_sel      = (addr == IER)      & wr_en;
	assign isr_wr_sel      = (addr == ISR)      & wr_en;
	always @(posedge clk or negedge rst_n) begin
		if (!rst_n) begin
			data_tx <= 8'b0;
		end
		else if (data_tx_wr_sel) begin
			data_tx <= strb[0] ? wdata [7:0] : data_tx;
		end
	end
	always @(posedge clk or negedge rst_n) begin
		if (!rst_n) begin
			tx_enable     <= 1'b0;
			rx_enable     <= 1'b0;
			parity_enable <= 1'b0;
			parity_mode   <= 1'b0;
		end
		else if (control_wr_sel) begin
			tx_enable     <= strb[0]? wdata [0] : tx_enable;
			rx_enable     <= strb[0]? wdata [1] : rx_enable;
			parity_enable <= strb[0]? wdata [2] : parity_enable;
			parity_mode   <= strb[0]? wdata [3] : parity_mode;
		end
	end	
	always @(posedge clk or negedge rst_n) begin
		if (!rst_n) begin
			baud_div <= 16'b0;
		end else if (bauddiv_wr_sel) begin
			baud_div[7:0]  <= strb[0]? wdata [7:0] : baud_div[7:0];
			baud_div[15:8] <= strb[1]? wdata [15:8] : baud_div[15:8];
		end
	end		
	assign tx_fifo_int = full_tx;
	assign rx_fifo_int = full_rx;
	assign error_int = error;
	assign int_set = tx_fifo_int || rx_fifo_int || error_int;
	assign int_clr = isr_wr_sel && strb[0] && wdata[0];
    always @(posedge clk or negedge rst_n) begin
		if (!rst_n) begin
			ier_reg <= 1'b0;
		end else if (ier_wr_sel) begin
			ier_reg <= (strb[0]) ? wdata[0] : ier_reg;
		end
	end
	always @(posedge clk or negedge rst_n) begin
	    if (!rst_n) begin
	        isr_reg <= 3'b000;
	    end
	    else if (int_clr) begin
	        isr_reg <= 3'b000;
	    end
	    else begin
	        isr_reg[0] <= tx_fifo_int;
	        isr_reg[1] <= rx_fifo_int;
	        isr_reg[2] <= error_int;
	    end
	end
	assign interrupt = ier_reg & (|isr_reg);
	always @(*) begin
		if (rd_en & ready) begin
			case (addr)
				DATA_TX	:    rdata = {8'b0,  data_tx};
				DATA_RX	:    rdata = {8'b0,  data_out_rx};
				STATE	:    rdata = {12'h0, empty_rx, empty_tx, full_rx, full_tx};
				CONTROL	:    rdata = {12'h0, parity_mode, parity_enable, rx_enable, tx_enable};				
				BAUDDIV	:    rdata = baud_div;
				IER		:    rdata = {15'h0, ier_reg};
				ISR		:    rdata = {13'h0, isr_reg};
				default	:    rdata = 16'b0;
			endcase
		end else begin
			rdata = 16'b0;
		end
	end
endmodule
module send_FIFO (
    input wire clk, rst_n,
    input wire wr_en,
    input wire rd_en,
    input wire [7:0] data_in,
    output wire empty,
    output wire full,
    output wire [7:0] data_out
);
    localparam DEPTH = 4;
    localparam ADDR_WIDTH = 2;  
    reg [7:0] fifo_mem [DEPTH-1:0];
    reg [ADDR_WIDTH-1:0] wr_ptr, rd_ptr;
    reg [ADDR_WIDTH:0] fifo_count;
    reg [7:0] data_out_reg;
    assign data_out = data_out_reg;
    assign empty = (fifo_count == 0);
    assign full  = (fifo_count == DEPTH);
    always @(posedge clk or negedge rst_n) begin
        if (!rst_n) begin
            wr_ptr <= 0;
        end else if (wr_en && !full) begin
            fifo_mem[wr_ptr] <= data_in;
            wr_ptr           <= wr_ptr + 1;
        end
    end
    always @(posedge clk or negedge rst_n) begin
        if (!rst_n) begin
            rd_ptr       <= 0;
            data_out_reg <= 8'd0;
        end else begin
            if (!empty) begin
                data_out_reg <= fifo_mem[rd_ptr];
            end
            if (rd_en && !empty) begin
                rd_ptr       <= rd_ptr + 1;
            end
        end
    end
    always @(posedge clk or negedge rst_n) begin
        if (!rst_n) begin
            fifo_count <= 0;
        end else begin
            case ({wr_en && !full, rd_en && !empty})
                2'b10: fifo_count   <= fifo_count + 1;  
                2'b01: fifo_count   <= fifo_count - 1;  
                default: fifo_count <= fifo_count;    
            endcase
        end
    end
endmodule
module top(
    input  wire sys_clk,
    input  wire sys_rst_n,
    input  wire psel,
    input  wire pwrite,
    input  wire penable,
    input  wire [3:0] pstrb,
    input  wire [11:0] paddr,
    input  wire [15:0] pwdata,
    output wire [15:0] prdata,
    output wire pready,
    output wire interrupt,
    input  wire rx,
    output wire tx
);
    wire tx_enable;
    wire rx_enable;
    wire parity_mode;
    wire parity_enable;
    wire [7:0] data_tx;
    wire [15:0] baud_div;
    wire tx_done_tick;
    wire full_tx;
    wire empty_tx;
    wire [7:0] data_out_tx;
    wire rx_done_tick;
    wire full_rx;
    wire empty_rx;
    wire [7:0] data_in_rx;
    wire [7:0] data_out_rx;
    wire rd_en, wr_en;
    wire i_Clock;
    wire error;
    wire ier_wr_sel;
    wire isr_wr_sel;
    wire [0:0] int_wdata;
    wire [0:0] int_strb;
    apb_slave u_apb_slave (
        .sys_clk(sys_clk),
        .sys_rst_n(sys_rst_n),
        .psel(psel),
        .pwrite(pwrite),
        .penable(penable),
        .rd_en(rd_en),
        .wr_en(wr_en),
        .pready(pready)
    );
    register u_register (
        .clk(sys_clk),
        .rst_n(sys_rst_n),
        .wr_en(wr_en),
        .rd_en(rd_en),
        .addr(paddr),
        .wdata(pwdata),
        .strb(pstrb),
        .data_out_rx(data_out_rx),
        .full_tx(full_tx),
        .full_rx(full_rx),
        .empty_tx(empty_tx),
        .empty_rx(empty_rx),
        .ready(pready),
        .rdata(prdata),
        .interrupt(interrupt),
        .error(error),
        .baud_div(baud_div),
        .tx_enable(tx_enable),
        .rx_enable(rx_enable),
        .data_tx(data_tx),
        .parity_mode(parity_mode),
        .parity_enable(parity_enable)
    );
    baud_gen u_baud_gen (
        .clk(sys_clk),
        .rst_n(sys_rst_n),
        .baud_div(baud_div),
        .i_Clock(i_Clock)
    );
    send_FIFO u_send_FIFO (
        .clk(sys_clk),
        .rst_n(sys_rst_n),
        .wr_en(tx_enable),
        .rd_en(tx_done_tick),
        .data_in(data_tx),
        .empty(empty_tx),
        .full(full_tx),
        .data_out(data_out_tx)
    );
    transmitter u_transmitter (
        .clk(sys_clk),
        .rst_n(sys_rst_n),
        .i_Clock(i_Clock),
        .empty_tx(empty_tx),
        .parity_mode(parity_mode),
        .parity_en(parity_enable),
        .data_tx(data_out_tx),
        .tx_done_tick(tx_done_tick),
        .tx(tx)
    );
    receive_FIFO u_receive_FIFO (
        .clk(sys_clk),
        .rst_n(sys_rst_n),
        .wr_en(rx_done_tick),
        .rd_en(rx_enable),
        .data_in(data_in_rx),
        .empty(empty_rx),
        .full(full_rx),
        .data_out(data_out_rx)
    );
    receiver u_receiver (
        .clk(sys_clk),
        .rst_n(sys_rst_n),
        .i_Clock(i_Clock),
        .rx(rx),
        .parity_mode(parity_mode),
        .parity_enable(parity_enable),
        .rx_done_tick(rx_done_tick),
        .data_in_rx(data_in_rx),
        .error(error)
    );
endmodule
module transmitter(
    input wire clk,
    input wire i_Clock,
    input wire rst_n,
    input wire empty_tx,
    input wire parity_mode,
    input wire parity_en,
    input wire [7:0] data_tx,
    output reg tx_done_tick,
    output wire tx
);
    localparam IDLE   = 3'b000;
    localparam START  = 3'b001;
    localparam DATA   = 3'b010;
    localparam PARITY = 3'b011;
    localparam STOP   = 3'b100;
    reg [2:0] state_r, state_n;
    reg [3:0] s_r, s_n;         
    reg [2:0] n_r, n_n;         
    reg [7:0] data_r, data_n;
    reg tx_r, tx_n;
    reg parity_bit;
    always @(posedge clk or negedge rst_n) begin
        if (!rst_n) begin
            state_r <= IDLE;
            s_r     <= 0;
            n_r     <= 0;
            data_r  <= 0;
            tx_r    <= 1;
            parity_bit <= 0;
        end else begin
            state_r <= state_n;
            s_r     <= s_n;
            n_r     <= n_n;
            data_r  <= data_n;
            tx_r    <= tx_n;
        end
    end
    always @(*) begin
        s_n             = s_r;
        n_n             = n_r;
        tx_n            = tx_r;
        data_n          = data_r;
        state_n         = state_r;
        tx_done_tick    = 1'b0;
        case (state_r)
            IDLE: begin
                tx_n = 1'b1;
                if (empty_tx == 1'b0) begin     
                    state_n     = START;
                    s_n         = 0;
                    data_n      = data_tx;
                    parity_bit  = parity_mode ? ^data_tx : ~^data_tx;
                end
            end
            START: begin
                tx_n = 1'b0;
                if (i_Clock) begin
                    if (s_r == 15) begin
                        state_n = DATA;
                        s_n     = 0;
                        n_n     = 0;
                    end else begin
                        s_n = s_r + 1;
                    end
                end
            end
            DATA: begin
                tx_n = data_r[0];
                if (i_Clock) begin
                    if (s_r == 15) begin
                        s_n = 0;
                        data_n = {1'b0, data_r[7:1]};
                        if (n_r == 7) begin
                            state_n = parity_en ? PARITY : STOP;
                        end else begin
                            n_n = n_r + 1;
                        end
                    end else begin
                        s_n = s_r + 1;
                    end
                end
            end
            PARITY: begin
                tx_n = parity_bit;
                if (i_Clock) begin
                    if (s_r == 15) begin
                        state_n = STOP;
                        s_n     = 0;
                    end else begin
                        s_n     = s_r + 1;
                    end
                end
            end
            STOP: begin
                tx_n = 1'b1;
                if (i_Clock) begin
                    if (s_r == 15) begin
                        s_n             = 0;
                        state_n         = IDLE;
                        tx_done_tick    = 1'b1;
                    end else begin
                        s_n = s_r + 1;
                    end
                end
            end
        endcase
    end
    assign tx = tx_r;
endmodule
[flow/run.sh]
#!/bin/bash
# OpenROAD 26Q1-2900-gdf79404cd8, Yosys 0.63+post, stock flow scripts
make -C /OpenROAD-flow-scripts/flow DESIGN_CONFIG=/design/flow/config.mk WORK_HOME=/design/flow/orfs finish
[flow/config.mk]
export PLATFORM = sky130hd
export DESIGN_NAME = top
export DESIGN_NICKNAME = top
export VERILOG_FILES = /design/flow/design.v
export SDC_FILE = /design/flow/constraint.sdc
export NUM_CORES = 4
export LEC_CHECK = 1
export CORE_UTILIZATION = 40
[flow/constraint.sdc]
current_design top

set clk_period 3.5
set clk_io_pct 0.2

create_clock -name clk0 -period $clk_period [get_ports {sys_clk}]

set non_clock_inputs [all_inputs -no_clocks]
set_input_delay [expr $clk_period * $clk_io_pct] -clock clk0 $non_clock_inputs
set_output_delay [expr $clk_period * $clk_io_pct] -clock clk0 [all_outputs]
==> metrics.txt <==
# HELP chip_impl_metric Flow report values
# TYPE chip_impl_metric gauge
chip_impl_metric{name="antenna_found_initial",unit=""} 0
chip_impl_metric{name="setup_viol",unit=""} 0
chip_impl_metric{name="cp.required",unit="ns"} 2.80
chip_impl_metric{name="syn_inst",unit=""} 702
chip_impl_metric{name="die_x",unit="um"} 149
chip_impl_info{name="topCombFamilyByArea",value="simple AND/OR/NAND/NOR gates"} 1
chip_impl_metric{name="drt_drc_violations_left",unit=""} 0
chip_impl_metric{name="ys_cells",unit=""} 702
chip_impl_metric{name="worst_clock_skew",unit="ns"} 0.0113
chip_impl_metric{name="synth_async_sr_flop_share",unit="%"} 66.3
chip_impl_metric{name="arrival",unit="ns"} 2.71
chip_impl_info{name="slowest_stage",value="clkdlybuf4s50_1"} 1
chip_impl_metric{name="htree_depth",unit=""} 4
chip_impl_info{name="synth-main-ff-cell",value="dfrtp_1"} 1
chip_impl_metric{name="cts_max_path_buffers",unit=""} 2
chip_impl_metric{name="number_of_clock_buffers_inserted_by_tritoncts",unit=""} 17
chip_impl_metric{name="clockPowerShare",unit="%"} 38.4
chip_impl_metric{name="xor_share",unit="%"} 5.01
chip_impl_metric{name="slew_violations",unit=""} 0
chip_impl_metric{name="post_drt_wl_per_cell",unit="um"} 15.8
chip_impl_metric{name="grt_pass1_vias",unit=""} 5608
chip_impl_metric{name="fin_tns_setup",unit="ns"} 0
chip_impl_metric{name="swShare",unit="%"} 26.4
chip_impl_metric{name="drive_above_1_share",unit="%"} 15.3
chip_impl_metric{name="fa_ha_maj_cells_area_fraction",unit="%"} 4.07
chip_impl_info{name="path_class",value="primary input to output port"} 1
chip_impl_metric{name="synth_compound_gate_area_share",unit="%"} 9.58
chip_impl_metric{name="via_count",unit=""} 5499
chip_impl_info{name="run_status",value="complete, no violations"} 1
chip_impl_info{name="timing.hold.worst.class",value="primary input to async pin"} 1
chip_impl_metric{name="synthesis_to_finish_area_growth",unit="%"} 17.8
chip_impl_metric{name="grt_pass1_wl",unit="um"} 28100
chip_impl_metric{name="top_level_ports",unit=""} 57
chip_impl_metric{name="slew_worst_pin",unit="ns"} 0.943
chip_impl_metric{name="slew_headroom",unit="%"} 36.5
chip_impl_metric{name="clock.fmax",unit="MHz"} 293
chip_impl_metric{name="total_power",unit="mW"} 4.92
chip_impl_metric{name="total_of_flip_flops_plus_latches_after_synthesis",unit=""} 190
chip_impl_metric{name="netlist_area_pre_place",unit="sq mm"} 0.00866
chip_impl_metric{name="drt-pass1-iter-count",unit=""} 5
chip_impl_metric{name="die-area",unit="sq mm"} 0.0222
chip_impl_info{name="critical-path-top-cell-by-count",value="clkdlybuf4s50_1"} 1
chip_impl_metric{name="area_fraction_of_the_dominant_cell_type_after_synthesis",unit="%"} 35.5
chip_impl_metric{name="routed_wl",unit="um"} 16600
chip_impl_metric{name="power_density_normalized_to_cell_area",unit="mW/mm^2"} 482
chip_impl_metric{name="power.share.sequential",unit="%"} 51.5
chip_impl_metric{name="synth.area.mux_share",unit="%"} 8.86
chip_impl_metric{name="chipHeight",unit="um"} 149
chip_impl_info{name="cell_accounting_for_the_most_synthesized_area",value="dfrtp_1"} 1
chip_impl_metric{name="maximum_vdd_drop",unit="uV"} 291
chip_impl_metric{name="vias_per_cell",unit=""} 5.22
chip_impl_metric{name="initialDrtViolationCount",unit=""} 345
chip_impl_info{name="critical_path.cell_chain",value="clkdlybuf4s50_1 > nor4_2 > nand3_2 > buf_6 > or3_4 > nor2_4 > and2_4 > clkdlybuf4s50_1"} 1
chip_impl_metric{name="final.period_utilization",unit="%"} 97.5
chip_impl_metric{name="post_synth.cell_area_avg",unit="sq um"} 12.3
chip_impl_metric{name="power_frac_comb",unit="%"} 10.1
chip_impl_info{name="tritoncts",value="yes"} 1
chip_impl_metric{name="final-instance-count-excl-fill",unit=""} 1054
chip_impl_metric{name="enable_flop_cells",unit=""} 64
chip_impl_metric{name="numPlacedInstances",unit=""} 1021
chip_impl_metric{name="place_hpwl",unit="um"} 11600
chip_impl_metric{name="tool_warnings",unit=""} 39
chip_impl_info{name="setup_repair_after_global_routing_missed_its_margin",value="no"} 1
chip_impl_info{name="cts.root.buffer_cell",value="clkbuf_16"} 1
chip_impl_metric{name="fp-row-count",unit=""} 53
chip_impl_metric{name="cts.clk_slew.worst_paths",unit="ns"} 0.07
chip_impl_metric{name="yosysWarnings",unit=""} 11
chip_impl_metric{name="power_report.internal_total",unit="mW"} 3.62
chip_impl_info{name="cp-start-kind",value="primary input"} 1
chip_impl_metric{name="worst_slack",unit="ns"} 0.0874
chip_impl_metric{name="utilization",unit="%"} 48.2
chip_impl_metric{name="net-switching-power",unit="mW"} 1.30
chip_impl_metric{name="clk-insertion-delay-late",unit="ns"} 0.43
chip_impl_metric{name="floorplan.core_area",unit="sq mm"} 0.0212
chip_impl_metric{name="gp_congestion",unit=""} 0.825
chip_impl_metric{name="p_leak",unit="nW"} 4.26
chip_impl_metric{name="critPathMaxFanout",unit=""} 8
chip_impl_info{name="setup.worst_path.end_class",value="output port"} 1
chip_impl_metric{name="synth_cell_types",unit=""} 54
chip_impl_info{name="largest_registers",value="u_receive_FIFO.fifo_mem: 32 flops, u_send_FIFO.fifo_mem: 32 flops"} 1
chip_impl_metric{name="worst_path_largest_cell_delay",unit="ns"} 0.45
chip_impl_metric{name="insertedDiodeCount",unit=""} 0
chip_impl_metric{name="report.final.hold_viol_count",unit=""} 0
chip_impl_metric{name="place_worst_setup_slack",unit="ns"} -0.184
chip_impl_metric{name="synth-simple-area-share",unit="%"} 11.7
chip_impl_metric{name="period_needed",unit="ns"} 3.41
chip_impl_metric{name="tritoncts_num_sinks",unit=""} 190
chip_impl_metric{name="grt_usage",unit="%"} 17.1
chip_impl_metric{name="grt_start_max_net_pins",unit=""} 55
chip_impl_metric{name="yosys-stat-area",unit="sq mm"} 0.00866
chip_impl_metric{name="share_of_synthesized_area_occupied_by_flip_flops_and_latches",unit="%"} 58.6
chip_impl_metric{name="timing.max_cap.violations",unit=""} 0
chip_impl_info{name="ys_top_cells_by_area",value="dfrtp_1 36%, edfxtp_1 22%, mux2_2 6.6%"} 1
chip_impl_metric{name="port_buffers",unit=""} 54
chip_impl_metric{name="global_route.overflow_total",unit=""} 0
chip_impl_metric{name="initial_core_util",unit="%"} 40.9
chip_impl_metric{name="drtAntennaViolNets",unit=""} 0
[worst paths after layout]
path,from,to,slack (ns),cells after the start
setup / recovery,paddr[9],prdata[8],0.09,8
hold / removal,sys_rst_n,u_receive_FIFO.wr_en_d,0.26,1
setup reg to reg,u_send_FIFO.fifo_count[0],u_send_FIFO.fifo_count[2],0.97,8
hold reg to reg,u_receiver.rx_done_tick,u_receive_FIFO.wr_en_d,0.39,0
max in group asynchronous,sys_rst_n,u_send_FIFO.fifo_count[0],2.17,2
min in group clk0,u_receiver.rx_done_tick,u_receive_FIFO.wr_en_d,0.39,0
[layer usage]
| layer | share of wire [%] | track usage [%] | wire [um] | vias to the layer above |
|---|---|---|---|---|
| met3 | 6.4 | 5.68 | 1070 | 8 |
| met2 | 46 | 25.6 | 7580 | 168 |
| li1 | - | - | - | 2684 |
| met4 | 0.96 | 1.94 | 159 | 0 |
| met5 | 0 | 0 | 0 | - |
| met1 | 47 | 26.4 | 7810 | 2639 |
[layout by cell type, fill, tap and decap left out, types with 3 or more instances in the layout]
cell type	synthesis	final
nand4_1	6	6
nor4_1	5	5
dfrtp_1	123	123
edfxtp_1	64	64
nand2_1	62	62
clkinv_8	0	3
o211a_1	8	8
a22o_1	7	7
a22oi_1	4	4
nand3_1	19	19
nor2_1	54	54
a222oi_1	16	16
inv_6	0	3
mux2i_1	17	17
a31oi_1	7	6
a21oi_1	16	16
clkbuf_16	0	17
nor3_1	5	4
xnor2_1	34	34
and3_1	12	12
nor2b_1	6	6
inv_1	22	22
a21o_1	7	7
o21ai_0	41	41
dfstp_2	3	3
nor3b_1	3	3
mux2_2	51	51
and2_1	12	10
clkdlybuf4s50_1	0	50
buf_4	0	15
nand2b_1	4	4
xor2_1	13	13
ha_1	25	25
inv_8	0	6
[per-stage QoR]
stage	hold slack, ns	cell area [sq um]
CTS	0.262	10200
global route	0.293	10200
finish	0.261	10200
global placement	0.361	9570
detailed placement	0.368	9570
floorplan	0.346	8660
[final cells by class]
type	count	area, sq um
tap	275	344
timing repair buffer	70	674
multi-input combinational	465	3430
sequential	190	5080
clock inverter	15	168
inverter	22	82.6
clock buffer	17	425
fill	1753	11000
[Yosys cell counts (12+ instances only)]
library cell	instances
o21ai_0	41
and3_1	12
inv_1	22
xnor2_1	34
a21oi_1	16
dfrtp_1	123
mux2_2	51
edfxtp_1	64
nor2_1	54
a222oi_1	16
clkbuf_1	18
nand3_1	19
and2_1	12
mux2i_1	17
ha_1	25
nand2_1	62
xor2_1	13
[cells by family after synthesis]
family | after synthesis
and+or+nand+nor | 201
DFF | 190
AOI/OAI and AO/OA | 120
muxes | 69
xor gates and xnor gates | 48
buffers and inverters | 47
adders and majority gates | 27
[critical path, delay by kind of cell]
family                 cells  cell delay (ns)
and+or+nand+nor            5             1.02
buffers and inverters      3             0.99
[power groups by stage]
stage     combinational [mW]  clock, mW  sequential [mW]
5_1_grt                0.562       2.04             2.55
6_report               0.495       1.89             2.53
4_1_cts                0.502       1.93             2.53
[timing repair]
action / CTS / global route
setup endpoints to repair: 13 / 9
setup buffers: 1 / 0
hold buffers: 0 / 0
resized: 6 / 4
gates cloned: 0 / 0
pin swaps: 6 / 5
Power and IR drop assume default switching activity.
